## ./run.sh

```bash
#!/bin/bash
# OpenROAD 26Q1-2900-gdf79404cd8, Yosys 0.63+post, stock flow scripts
make -C /OpenROAD-flow-scripts/flow DESIGN_CONFIG=/design/flow/config.mk WORK_HOME=/design/flow/orfs finish
```

## ./config.mk

```make
export PLATFORM = sky130hd
export DESIGN_NAME = APB_top
export DESIGN_NICKNAME = APB_top
export VERILOG_FILES = /design/flow/design.v
export SDC_FILE = /design/flow/constraint.sdc
export NUM_CORES = 4
export LEC_CHECK = 1
export CORE_UTILIZATION = 30
```

## ./constraint.sdc

```tcl
current_design APB_top

set clk_period 1.4
set clk_io_pct 0.2

create_clock -name clk0 -period $clk_period [get_ports {PCLK}]

set non_clock_inputs [all_inputs -no_clocks]
set_input_delay [expr $clk_period * $clk_io_pct] -clock clk0 $non_clock_inputs
set_output_delay [expr $clk_period * $clk_io_pct] -clock clk0 [all_outputs]
```

## ./design.v

```verilog
module APB_master(input Transfer,              
                  input Wr_Rd,                 
                  input [4:0] Address,         
                  input [31:0] write_data,     
                  output reg [31:0] read_data, 
                  input PCLK,                 
                  input PRESETn,               
                  input PREADY,               
                  input [31:0] PRDATA,         
                  input PSLVERR,               
                  output reg [4:0] PADDR,      
                  output reg PSELx,           
                  output reg PENABLE,          
                  output reg PWRITE,           
                  output reg [31:0] PWDATA);   
    parameter IDLE = 2'b00, SETUP = 2'b01, ACCESS = 2'b10;
    reg [1:0] ps,ns;
    always @(posedge PCLK) begin
        if (!PRESETn)
            ps <= IDLE;
        else
            ps <= ns;
    end
    always @(ps,Transfer,PREADY) begin
        if (!PRESETn  || !Transfer)
            ns <= IDLE;
        else
        begin
            PWRITE = Wr_Rd;
            case (ps)
                IDLE:begin
                    PSELx   = 0;
                    PENABLE = 0;
                    ns <= SETUP;
                end
                SETUP:begin
                    PSELx   = 1;
                    PENABLE = 0;
                    PADDR   = Address;
                    if (PWRITE)
                        PWDATA   <= write_data;
                    if (!PSLVERR)
                        ns <= ACCESS;
                    else
                        ns <= IDLE;
                end
                ACCESS:begin
                    PSELx   = 1;
                    PENABLE = 1;
                    if (!PSLVERR)
                    begin
                        if (!PREADY) begin
                            if (PWRITE) begin
                                ns <= ACCESS;
                            end
                            else if (!PWRITE) begin
                                read_data = PRDATA;
                                ns <= ACCESS;
                            end
                        end
                        else if (PREADY)
                            ns <= SETUP;
                    end
                    else
                        ns <= IDLE;
                end
                default: ns <= IDLE;
            endcase
        end
    end
endmodule
module APB_slave(input PCLK,               
                 input PRESETn,           
                 input [4:0] PADDR,     
                 input PSELx,             
                 input PENABLE,            
                 input PWRITE,             
                 input [31:0]PWDATA,      
                 output reg PREADY,        
                 output reg [31:0] PRDATA, 
                 output reg PSLVERR = 0); 
    reg [31:0] mem [0:31];  
    reg [31:0] temp_data;
    always @(*) begin
        if (!PRESETn)
        begin
            PREADY  = 0;
            PSLVERR = 0;
        end
        else
        begin
            if (PSELx && !PENABLE && !PWRITE) begin   
                PREADY = 0;
            end
            else if (PSELx && PENABLE && !PWRITE) begin   
                PREADY = 1;
                PRDATA = mem[PADDR];
            end
            else if (PSELx && !PENABLE && PWRITE) begin   
                PREADY = 0;
            end
            else if (PSELx && PENABLE && PWRITE) begin   
                PREADY     = 1;
                mem[PADDR] = PWDATA;
            end
            else
                PREADY = 0;
        end
    end
endmodule
module APB_top(input PCLK,
               input PRESETn,
               input Transfer,
               input Wr_Rd,
               input [4:0] Address,
               input [31:0] write_data,
               output [31:0] read_data);
    wire [4:0] PADDR;
    wire [31:0] PWDATA,PRDATA;
    wire PSELx,PENABLE,PWRITE,PREADY,PSLVERR;
    APB_master Design_master(Transfer,Wr_Rd,Address,write_data,read_data,PCLK,PRESETn,PREADY,PRDATA,PSLVERR,PADDR,PSELx,PENABLE,PWRITE,PWDATA);
    APB_slave Design_slave(PCLK,PRESETn,PADDR,PSELx,PENABLE,PWRITE,PWDATA,PREADY,PRDATA,PSLVERR);
endmodule
```

==> flow_summary.ini <==
; implementation run metrics
[power_and_ir_drop]
p_leak_nw = 12.1
total_power_mw = 5.98
ir_worst_vdd_uv = 603
cellPowerDensity_nw_per_um2 = 222

[place]
portBuffers = 72
dp_hpwl_mm = 59.9
gp_routability_congestion = 0.938

[min_path]
hold_start = Design_master.ps[0]$_DFF_P_
worstHoldPathCells = 2
hold_class = reg2reg
hold_end = Design_master.ps[2]$_DFF_P_

[clock_network]
cts_tree = yes
cts_resized = 0
clkLatencyLatePin_ns = 0.22
cts_max_path_buffers = 2
htreeDepth = 1
cts_buffers = 3
clock-root-buffer = clkbuf_16
clk_pin_slew_ns = 0.03
cts_hold_repair.buffers = 0
post-cts-setup-buffers = 0

[logic_synthesis]
ys_area_um2 = 24700
ys_cells = 2252
synthCells = 2252
synthTopCellsByArea = dlxtn_1, a22oi_1, mux2i_1, buf_2, nand2_1
synth.cell_area_um2 = 24700
postSynth.asyncResetShare_pct = 0
synth-warning-count = 3
ff_type = dlxtn_1
ys.flops = 1131
yosys.area.top_type = dlxtn_1
synth_top_area_share_pct = 68.4
edf_count = 0
synth_cell_types = 79
avgSynthCellArea_um2 = 11.0

[global_route]
grt_overflow_total = 0
grt_pass1_vias = 18165
antenna_found_initial = 3
grtUsageTotal_pct = 24.9
grt_max_degree = 47
grt_pass1_wl_mm = 141

[sta]
fin_skew_ns = 0.000133
setup_tns_ns = 0
hold_viol_final = 0
final.period_utilization_pct = 60.7
unclocked_regs = 1128
fmax_ghz = 1.18
unconstrained_endpoints = 1160
finalSetupViolations = 0
slew_violations = 0
slew_headroom_pct = 26.9
period_needed_ns = 0.850
worst_slew_pin_slew_ns = 1.09
rsz0062_at_grt = no

[final_layout]
logic_area_um2 = 7030
fillers = 8104
area_growth_syn_to_layout_pct = 9.19
register_area_um2 = 17000
drive_gt1_share_pct = 8.20

[job]
cap_violations = 0
warnings = 25

[floorplanning]
die-area_um2 = 83500
core_um2 = 81100
row_count = 104
die-height_um = 289
fp-utilization_pct = 30.5
io_pins = 73
chipWidth_um = 289

[worst_setup_path]
reg2reg_from = Design_master.ps[1]$_DFF_P_
cp-start-kind = input pin
rrSetupSlack_ns = 0.71
reg2reg_to = Design_master.ps[2]$_DFF_P_
crit_arrival_ns = 1.01
r2r_cells = 2
worstPathRequired_ns = 1.56
end_kind = register
critical_path.max_fanout = 5
cp-startpoint = PRESETn
crit_type = in2reg

[routing]
viasPerCell = 5.67
drt_iter0_markers = 1786
firstDrtPassIters = 5
drc_errors = 0
via_count = 19158
ant_nets = 0
n_antenna_cell = 0
avgRoutedWirePerCell_um = 29.9
routed_wl_mm = 101

[run_status]
status = finished clean
[layout by cell type, fill, tap and decap left out, types with 5 or more instances in the layout]
cell	instances
dlxtn_1	1122
a22oi_1	302
buf_4	107
nand2_1	91
clkdlybuf4s50_1	72
nor2_1	61
a21oi_1	56
mux2i_1	53
nand4_1	52
nor3_1	40
a22o_1	30
o21ai_0	24
nand3_1	21
mux2_2	19
nor2_2	17
a32oi_1	17
a221oi_1	17
nor2_4	16
nor4_1	13
nor2b_1	11
a222oi_1	11
a211oi_1	11
o22a_1	10
and3_1	9
nand2b_1	7
o32ai_1	7
and2_1	6
and4_1	6
a31oi_1	6
o22ai_1	5
a221o_1	5
a2111oi_0	5
o2bb2ai_1	5
a32o_1	5
[per-stage QoR]
step	instances	setup slack (ns)	utilization (%)	area, um2	hold WS [ns]
finish	3377	0.550	33.3	27000	0.474
global route	3377	0.502	33.3	27000	0.515
CTS	3377	0.545	33.3	27000	0.475
detailed placement	3373	0.324	33.2	26900	0.467
global placement	3373	0.294	33.2	26900	0.480
floorplan	2252	0.778	-	24700	0.422
[synth_stat cells, types with 12 or more instances]
master    count
a21oi_1      56
a221oi_1     17
a22o_1       30
a22oi_1     302
a32oi_1      17
buf_2        72
buf_4        18
buf_6        16
clkbuf_1     12
dlxtn_1    1127
mux2_2       19
mux2i_1      53
nand2_1      91
nand3_1      24
nand4_1      52
nor2_1       69
nor2_2       12
nor2_4       13
nor3_1       40
nor4_1       13
o21ai_0      24
[sequential cells by signal (all words and copies together), names as in the netlist]
name	count
Design_master.PADDR	5
Design_master.PENABLE	1
Design_master.PSELx	1
Design_master.PWDATA	32
Design_master.PWRITE	1
Design_master.ps	3
Design_master.read_data	32
Design_slave.PRDATA	32
Design_slave.mem	1024
[worst max-delay path, cell delays in order]
cell             delay [ns]
clkdlybuf4s50_1        0.49
nand2_1                0.12
nor2_1                 0.12
[final cells by class]
cell class              count  share of cell area (%)
clock buffers               4                   0.292
inverters                   3                  0.0417
multi-input cells        1000                    26.0
flip-flops and latches   1131                    63.1
well taps                1060                    4.92
repair buffers            179                    5.65
[worst max-delay path by stage]
stage / endpoint / slack (ns)
after global routing: Design_master.ps[1]$_DFF_P_ / 0.50
after CTS: Design_master.ps[1]$_DFF_P_ / 0.54
final: Design_master.ps[1]$_DFF_P_ / 0.55
[kinds of logic after synthesis]
kind of cell / Yosys count / share of synthesized area [%]
flip-flops: 3 / 0.243
AND/OR/NAND/NOR: 380 / 8.44
multiplexers: 75 / 3.21
AND-OR/OR-AND: 545 / 16.6
latches: 1128 / 68.5
buffers and inverters: 121 / 2.96
[metal layers]
metal  vias up  GRT usage [%]  share of wire [%]
met5         -              0              0.034
met3       288           11.6                 14
li1       8211              -                  -
met4         6           8.80                4.6
met2      1338           36.9                 43
met1      9315           32.5                 38
[where the power goes]
| group | switching [mW] | total, mW | internal (mW) |
|---|---|---|---|
| clock network | 0.0757 | 0.451 | 0.376 |
| registers | 0.651 | 3.02 | 2.37 |
| logic | 1.48 | 2.51 | 1.03 |
| total | 2.21 | 5.98 | 3.77 |
No activity file was given, so power comes from the tool's default toggle rates.
